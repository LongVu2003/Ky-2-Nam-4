`design.v`:
```
module SEG7_LUT	(	oSEG,iDIG	);
input	[3:0]	iDIG;
output	[6:0]	oSEG;
reg		[6:0]	oSEG;
always @(iDIG)
begin
		case(iDIG)
		4'h1: oSEG = 7'b1111001;	 
		4'h2: oSEG = 7'b0100100; 	 
		4'h3: oSEG = 7'b0110000; 	 
		4'h4: oSEG = 7'b0011001; 	 
		4'h5: oSEG = 7'b0010010; 	 
		4'h6: oSEG = 7'b0000010; 	 
		4'h7: oSEG = 7'b1111000; 	 
		4'h8: oSEG = 7'b0000000; 	 
		4'h9: oSEG = 7'b0011000; 	 
		4'ha: oSEG = 7'b0001000;
		4'hb: oSEG = 7'b0000011;
		4'hc: oSEG = 7'b1000110;
		4'hd: oSEG = 7'b0100001;
		4'he: oSEG = 7'b0000110;
		4'hf: oSEG = 7'b0001110;
		4'h0: oSEG = 7'b1000000;
		endcase
end
endmodule 
```
`run.sh`:
```
#!/bin/bash
# OpenROAD 26Q1-2900-gdf79404cd8, Yosys 0.63+post, stock flow scripts
make -C /OpenROAD-flow-scripts/flow DESIGN_CONFIG=/design/flow/config.mk WORK_HOME=/design/flow/orfs finish
```
`config.mk`:
```
export PLATFORM = sky130hd
export DESIGN_NAME = SEG7_LUT
export DESIGN_NICKNAME = SEG7_LUT
export VERILOG_FILES = /design/flow/design.v
export SDC_FILE = /design/flow/constraint.sdc
export NUM_CORES = 4
export LEC_CHECK = 1
export CORE_AREA = 10 10 70 70
export DIE_AREA = 0 0 80 80
```
`constraint.sdc`:
```
current_design SEG7_LUT

set clk_period 1.1
set clk_io_pct 0.2

create_clock -name clk0 -period $clk_period

set non_clock_inputs [all_inputs -no_clocks]
set_input_delay [expr $clk_period * $clk_io_pct] -clock clk0 $non_clock_inputs
set_output_delay [expr $clk_period * $clk_io_pct] -clock clk0 [all_outputs]
```
==> flow_summary_export.csv <==
group,metric,value,unit
yosys,yosys_area,255,µm²
detailed_routing,vias,328,
timing,setup_tns,-1.33,ns
detailed_routing,wl_met1,609,µm
hold_path,holdPathEnd,"oSEG[2]",
cells_and_area,fill_cells,387,
power,ir_worst_vdd,208,µV
global_route,grt_pass1_vias,375,
yosys,ys_cells,34,
die,die_w,80,µm
power,seqPwrFrac,0,%
die,fp_util,7.47,%
detailed_routing,drt_pass1_iterations,3,
power,pwr-share-clk,0,%
detailed_routing,wl,1.11,mm
detailed_routing,wl_met3,78,µm
cells_and_area,drive_above_1_share,80.4,%
clock_tree,holdBufCountCts,0,
yosys,netlist_area,255,µm²
cells_and_area,logic_area,349,µm²
detailed_routing,vias_per_cell,3.22,
critical_path,crit_path_max_fanout,3,
global_route,antenna_found_initial,0,
critical_path,required,0.88,ns
cells_and_area,flop-count,0,
die,fp.coreArea,3420,µm²
die,die_area,6400,µm²
timing,period_needed,1.39,ns
detailed_routing,ant_nets,0,
global_route,grt_first_pass_wirelength,1.75,mm
power,comb_power_share,100.0,%
timing,finalHoldViolCount,0,
yosys,ys_seq_share,0,%
job,maxCapViolCount,0,
detailed_routing,route.antenna.diode_count,0,
detailed_routing,wl_met2,418,µm
timing,finalClockPeriodUsage,126,%
critical_path,arrival,1.17,ns
placed_design,port_buffers,11,
detailed_routing,top_layer,"met3",
hold_path,min_path_type,"primary input to output port",
power,switching_share,43.0,%
die,ios,11,
outcome,outcome,"finished with violations",
critical_path,path_class,"primary input to output port",
critical_path,crit_start,"iDIG[0]",
hold_path,hp-start,"iDIG[3]",
die,fp-row-count,21,
timing,max_slew_margin,85.0,%
critical_path,cp-start-kind,"primary input",
cells_and_area,area_growth,152,%
cells_and_area,clkbuf_count,0,
placed_design,place_inst,95,
global_route,grt.overflow.total,0,
placed_design,dp_hpwl,709,µm
global_route,grt.total_usage,3.30,%
critical_path,cp-end-kind,"output port",
detailed_routing,drtIter0Drc,2,
yosys,postSynthAreaPerCell,7.51,µm²
timing,finalMaxSlewViolations,0,
global_route,grt_start_max_net_pins,9,
power,power_density,364,nW/µm²
timing,rsz0062_at_grt,"yes",
outcome,violations,"negative setup slack",
job,log.warning_count,40,
hold_path,whs_path_depth,4,
power,net-switching-power,101,µW
timing,timing.fmax,722,MHz
timing,finalSetupViolCount,7,
cells_and_area,regArea,0,µm²
power,intPower,133,µW
placed_design,gp_congestion,0.776,
cells_and_area,final_cells,102,
yosys,yosysWarnings,1,
yosys,netlist_instances,34,
timing,fin_ws,-0.286,ns
die,die_y,80,µm
yosys,synth_cell_type_count,19,
timing,worst_slew_pin_slew,0.223,ns
detailed_routing,drcViolationCount,0,
power,p_leak,0.274,nW
detailed_routing,drt-wirelength-per-cell,10.8,µm
## how the worst max path moves through the flow
stage / end / slack (ns)
finish: oSEG[6] / -0.29
global route: oSEG[6] / -0.33
CTS: oSEG[6] / -0.29
## worst max-delay path: stages
cell and delay (ns):
buf_12 0.11, buf_8 0.12, ha_4 0.16, mux2_2 0.25, a22o_1 0.19, buf_2 0.11
## kinds of logic after synthesis
logic type	Yosys count	synth area share, %
simple gates	10	21.1
compound gates	9	23.0
fa+ha+maj	6	29.4
buf+inv	5	10.3
mux	4	16.2
## layer usage
| layer | vias to the layer above | global-route usage (%) |
|---|---|---|
| met3 | 0 | 1.14 |
| met1 | 151 | 4.75 |
| li1 | 166 | - |
| met5 | - | 0 |
| met4 | 0 | 0 |
| met2 | 11 | 4.90 |
## stage by stage
step                      worst slack, ns  utilization (%)  cell area (µm²)  total power [mW]  hold WS (ns)
final                              -0.286             18.8              643             0.234         0.890
after global routing               -0.329             18.8              643             0.255         0.927
after CTS                          -0.294             17.8              607             0.208         0.902
after detailed placement            -1.14             13.6              465             0.163          1.49
after global placement              -1.10             13.6              465             0.157          1.48
after floorplan                  -0.00318                -              268            0.0672         0.540
## power groups by stage
| stage | clock [mW] | combinational (mW) | sequential (mW) |
|---|---|---|---|
| 5_1_grt | 0 | 0.255 | 0 |
| 4_1_cts | 0 | 0.208 | 0 |
| 6_report | 0 | 0.234 | 0 |
## final cells by class
type / instances / share of cell area (%)
multi-input cells: 29 / 54.3
repair buffers: 24 / 33.1
well taps: 46 / 8.95
inverters: 3 / 3.70
## placed cells by master, fill, tap and decap left out
master and count:
buf_6 4, inv_1 1, dlygate4sd2_1 1, o21ai_0 1, buf_2 5, mux2i_2 1
ha_2 1, nand3_2 1, mux2_2 1, ha_4 5, nor2_4 1, mux2i_1 2
nor2_1 1, or3b_4 1, buf_8 2, clkdlybuf4s15_2 1, buf_12 1, nor2_2 2
a21oi_2 1, a32o_2 1, nand2_1 1, nor2b_1 1, buf_4 9, o21ai_1 1
a22o_1 2, inv_8 1, o22ai_2 1, o21ai_2 2, clkbuf_2 1, nand2b_4 2
inv_6 1
## cell usage after synthesis, types with 2 or more instances
master	instances	share of area (%)
nor2_1	3	4.4
a22o_1	2	6.9
mux2i_1	3	12
inv_1	3	4.4
ha_1	6	29
nand2b_1	2	4.9
o21ai_0	3	5.9
## what timing repair did
item	CTS	global route
gates cloned	1	0
pin swaps	7	9
setup endpoints to repair	7	7
gates resized	64	15
buffers inserted	5	1
Power and IR drop assume default switching activity.
